==> /design/flow/design.v <==
module mst_pre_fet 
    (
     clk,
     rst_n,
     prefena,        
     prefreq,        
     prefmod,	     
     prefchn,	     
     prefnempt,      
     prefdout,       
     ififord,        
     ifnempt,        
     ififodat,       
     gen0req,         
     gen1req,         
     gen2req,         
     gen3req,         
     gen0dat,         
     gen1dat,         
     gen2dat,         
     gen3dat          
     );
parameter ADDRBIT = 2;
parameter LENGTH  = 4;
parameter WIDTH   = 36;
input clk;
input rst_n;
input prefena;      
input prefreq;      
input prefmod;	    
input [1:0]  prefchn;
output[3:0]  prefnempt;      
output[WIDTH -1:0]  prefdout;      
output ififord;
input [3:0] ifnempt;
input [WIDTH -1:0] ififodat; 
output gen0req;
output gen1req;
output gen2req;
output gen3req;
input[WIDTH-5:0]  gen0dat; 
input[WIDTH-5:0]  gen1dat; 
input[WIDTH-5:0]  gen2dat; 
input[WIDTH-5:0]  gen3dat; 
reg     [WIDTH-1:0]     pref_dat0 [LENGTH-1:0];
reg     [WIDTH-1:0]     pref_dat1 [LENGTH-1:0];
reg     [WIDTH-1:0]     pref_dat2 [LENGTH-1:0];
reg     [WIDTH-1:0]     pref_dat3 [LENGTH-1:0];
reg     [ADDRBIT:0]     pref_len0;
reg     [ADDRBIT:0]     pref_len1;
reg     [ADDRBIT:0]     pref_len2;
reg     [ADDRBIT:0]     pref_len3;
reg     [ADDRBIT-1:0]   wrcnt0;
reg     [ADDRBIT-1:0]   wrcnt1;
reg     [ADDRBIT-1:0]   wrcnt2;
reg     [ADDRBIT-1:0]   wrcnt3;
wire    [3:0] prefnempt; 
assign  prefnempt[0]    =   (pref_len0!={1'b0,{ADDRBIT{1'b0}}});
assign  prefnempt[1]    =   (pref_len1!={1'b0,{ADDRBIT{1'b0}}});
assign  prefnempt[2]    =   (pref_len2!={1'b0,{ADDRBIT{1'b0}}});
assign  prefnempt[3]    =   (pref_len3!={1'b0,{ADDRBIT{1'b0}}});
wire    [3:0] preffull;
assign  preffull[0]    =   (pref_len0[ADDRBIT]);
assign  preffull[1]    =   (pref_len1[ADDRBIT]);
assign  preffull[2]    =   (pref_len2[ADDRBIT]);
assign  preffull[3]    =   (pref_len3[ADDRBIT]);
wire    prefwr; 
wire    write;
assign  write       =   (prefwr & !preffull[prefchn]);
wire    read;
assign  read        =   (prefreq & prefnempt[prefchn]);
wire    [ADDRBIT-1:0]   rdcnt0;
wire    [ADDRBIT-1:0]   rdcnt1;
wire    [ADDRBIT-1:0]   rdcnt2;
wire    [ADDRBIT-1:0]   rdcnt3;
assign  rdcnt0       =   wrcnt0 - pref_len0[ADDRBIT-1:0];
assign  rdcnt1       =   wrcnt1 - pref_len1[ADDRBIT-1:0];
assign  rdcnt2       =   wrcnt2 - pref_len2[ADDRBIT-1:0];
assign  rdcnt3       =   wrcnt3 - pref_len3[ADDRBIT-1:0];
integer     i;
reg [WIDTH-1:0] prefdat0 [LENGTH-1:0];
reg [WIDTH-1:0] prefdat1 [LENGTH-1:0];
reg [WIDTH-1:0] prefdat2 [LENGTH-1:0];
reg [WIDTH-1:0] prefdat3 [LENGTH-1:0];
reg [WIDTH-1:0] prefdin; 
always @(posedge clk or negedge rst_n)
begin
  if(!rst_n) 
    for(i=0; i<LENGTH; i=i+1)
    begin 
      prefdat0[i]      <= {WIDTH{1'b0}};
      prefdat1[i]      <= {WIDTH{1'b0}};
      prefdat2[i]      <= {WIDTH{1'b0}};
      prefdat3[i]      <= {WIDTH{1'b0}};
    end 
  else if(write)
    case (prefchn) 
      2'b00 :  prefdat0[wrcnt0] <= prefdin;
      2'b01 :  prefdat1[wrcnt1] <= prefdin;
      2'b10 :  prefdat2[wrcnt2] <= prefdin;
      2'b11 :  prefdat3[wrcnt3] <= prefdin;
    endcase 
end
always @(posedge clk or negedge rst_n)
begin
  if(!rst_n) 
  begin
    wrcnt0 <= {ADDRBIT{1'b0}};
    wrcnt1 <= {ADDRBIT{1'b0}};
    wrcnt2 <= {ADDRBIT{1'b0}};
    wrcnt3 <= {ADDRBIT{1'b0}};
  end 
  else if(write)
    case (prefchn)
      2'b00:  wrcnt0 <= wrcnt0 + 1'b1;
      2'b01:  wrcnt1 <= wrcnt1 + 1'b1;
      2'b10:  wrcnt2 <= wrcnt2 + 1'b1;
      2'b11:  wrcnt3 <= wrcnt3 + 1'b1;
    endcase
end  
always @(posedge clk or negedge rst_n)
begin
  if(!rst_n) pref_len0  <= {1'b0,{ADDRBIT{1'b0}}};
  else if (prefchn == 2'b00)
    case({read,write})
      2'b01:   pref_len0 <= pref_len0 + 1'b1;
      2'b10:   pref_len0 <= pref_len0 - 1'b1;
      default: pref_len0 <= pref_len0;
    endcase
end
always @(posedge clk or negedge rst_n)
begin
  if(!rst_n) pref_len1  <= {1'b0,{ADDRBIT{1'b0}}};
  else if (prefchn == 2'b01)
    case({read,write})
      2'b01:   pref_len1 <= pref_len1 + 1'b1;
      2'b10:   pref_len1 <= pref_len1 - 1'b1;
      default: pref_len1 <= pref_len1;
    endcase
end
always @(posedge clk or negedge rst_n)
begin
  if(!rst_n) pref_len2  <= {1'b0,{ADDRBIT{1'b0}}};
  else if (prefchn == 2'b10)
    case({read,write})
      2'b01:   pref_len2 <= pref_len2 + 1'b1;
      2'b10:   pref_len2 <= pref_len2 - 1'b1;
      default: pref_len2 <= pref_len2;
    endcase
end
always @(posedge clk or negedge rst_n)
begin
  if(!rst_n) pref_len3  <= {1'b0,{ADDRBIT{1'b0}}};
  else if (prefchn == 2'b11)
    case({read,write})
      2'b01:   pref_len3 <= pref_len3 + 1'b1;
      2'b10:   pref_len3 <= pref_len3 - 1'b1;
      default: pref_len3 <= pref_len3;
    endcase
end
wire [WIDTH-1:0] pref_dout[3:0];
assign pref_dout[0] = prefdat0[rdcnt0]; 
assign pref_dout[1] = prefdat1[rdcnt1]; 
assign pref_dout[2] = prefdat2[rdcnt2]; 
assign pref_dout[3] = prefdat3[rdcnt3];
wire [WIDTH-1:0] prefdout;  
assign prefdout = pref_dout[prefchn];
wire[3:0] prenotful; 
assign prenotful[0] = (pref_len0 < 3);
assign prenotful[1] = (pref_len1 < 3);
assign prenotful[2] = (pref_len2 < 3);
assign prenotful[3] = (pref_len3 < 3);
wire datareq;
wire ififord;  
assign datareq = prefena && prenotful[prefchn] && (ifnempt[prefchn] | prefmod) ;
assign ififord = datareq && (!prefmod);  
reg datareq_p1;
always @(posedge clk or negedge rst_n)
begin
  if(!rst_n) 
    datareq_p1 <= 1'b0;
  else
    datareq_p1 <= datareq; 
end
assign prefwr = datareq_p1;
always @(*)  
begin 
  if (!prefmod)
    prefdin = ififodat; 
  else 
    case (prefchn)
      2'b00: prefdin = {4'hf,gen0dat};
      2'b01: prefdin = {4'hf,gen1dat}; 
      2'b10: prefdin = {4'hf,gen2dat}; 
      2'b11: prefdin = {4'hf,gen3dat}; 
    endcase 
end 
wire gen0req;
wire gen1req;
wire gen2req;
wire gen3req;
assign gen0req = datareq & (prefchn == 2'b00) & prefmod; 
assign gen1req = datareq & (prefchn == 2'b01) & prefmod; 
assign gen2req = datareq & (prefchn == 2'b10) & prefmod; 
assign gen3req = datareq & (prefchn == 2'b11) & prefmod;
endmodule 
==> /design/flow/run.sh <==
#!/bin/bash
# OpenROAD 26Q1-2900-gdf79404cd8, Yosys 0.63+post, stock flow scripts
make -C /OpenROAD-flow-scripts/flow DESIGN_CONFIG=/design/flow/config.mk WORK_HOME=/design/flow/orfs finish
==> /design/flow/config.mk <==
export PLATFORM = sky130hd
export DESIGN_NAME = mst_pre_fet
export DESIGN_NICKNAME = mst_pre_fet
export VERILOG_FILES = /design/flow/design.v
export SDC_FILE = /design/flow/constraint.sdc
export NUM_CORES = 4
export LEC_CHECK = 1
export CORE_UTILIZATION = 40
==> /design/flow/constraint.sdc <==
current_design mst_pre_fet

set clk_period 8.9
set clk_io_pct 0.2

create_clock -name clk0 -period $clk_period [get_ports {clk}]

set non_clock_inputs [all_inputs -no_clocks]
set_input_delay [expr $clk_period * $clk_io_pct] -clock clk0 $non_clock_inputs
set_output_delay [expr $clk_period * $clk_io_pct] -clock clk0 [all_outputs]
==> Slide: Implementation Results <==
Synthesis and Place & Route Summary

Power
  – Sequential power share: 34.7%
  – P_int: 7.50 mW
  – Switching power: 4.35 mW
  – Clock network fraction of total power: 22.4%
  – Combinational share of power: 42.9%
  – Sw Ratio: 36.7%
  – Power Density: 362 mW/mm2
  – Worst vdd ir: 0.000278 V
  – Leak: 14.6 nW

STA
  – Slew Limit Fails: 0
  – Final TNS setup: 0 ps
  – Tightest Pin Transition: 867 ps
  – Final hold vios: 0
  – Crit path time final: 6590 ps
  – Slew headroom: 41.7%
  – Unrepaired setup endpoints after global routing: false
  – Crit share post-route: 74.1%
  – Final WS setup: 2310 ps
  – Max frequency: 152 MHz
  – Setup violations, final: 0
  – Hold Worst Slack: 472 ps
  – Setup Skew: 16.3 ps

Clock network
  – Post-CTS Hold Fix Bufs: 0
  – CTS tree: yes
  – Clock sink total: 597
  – H-tree levels: 3
  – Num CTS Buffers: 66
  – Clk Latency, worst-skew pair: 600 ps
  – Cts repair resizes: 0
  – Setup bufs post-CTS: 0
  – Clk root buf: clkbuf_16
  – Worst-case clock buffer depth: 3
  – Clock slew at reported path FFs: 60 ps

Floorplan
  – Die area: 0.0701 mm2
  – Die Ht: 265 um
  – Cell row count: 95
  – Top-Level Pins: 220
  – Die x size: 265 um
  – Fp util: 40.8%
  – Core area: 0.0678 mm2

Placed design
  – Post-place instance area: 0.0307 mm2
  – I/O Buffers: 219
  – Dpl ws: 2370 ps
  – RePlAce Congestion: 0.892
  – Hpwl dp: 49,300 um

Final layout
  – P&R area growth vs syn: 18.6%
  – Layout cell share with drive strength beyond 1: 12.1%
  – Final Util: 48.4%
  – Post-layout instance area: 0.0328 mm2

Yosys
  – Max-area cell share: 54.1%
  – Most frequent cell after synthesis: nand2_1
  – Mapped cell area: 0.0276 mm2
  – Cells after Synth: 2,624
  – Synth unique cells: 51
  – YS chip area: 0.0276 mm2
  – Count of library flops with an enable pin: 0
  – Main flop type: dfrtp_1
  – Asr flop ratio synth: 100%
  – Register area share after synthesis: 54.1%
  – Yosys stat cell total: 2,624
  – Commonest cells post-synth: 642 x nand2_1, 597 x dfrtp_1, 554 x o21ai_0, 167 x clkbuf_1, 134 x mux2i_1
  – Ys Warns: 5
  – Post-synth area hogs: dfrtp_1 54%, o21ai_0 10%, nand2_1 8.7%, mux4_2 8.6%, mux2i_1 4.9%
  – Average cell area after synthesis: 10.5 um2
  – Area leader, netlist: dfrtp_1
  – Registers, synthesis: 597

Drt
  – Antenna-violating nets left: 0
  – Drt wl/cell: 21.7 um
  – Initial drt markers: 1,355
  – Via density: 5.64
  – # DRC: 0
  – Pre-antenna DRT Iters: 7
  – Final WL: 80,100 um
  – Via count: 20,800

Worst setup path
  – Crit Path Category: reg2out
  – Number of cells on the critical path: 10
  – CP max stage cell: nor4_1
  – Start point of the critical path: wrcnt2[0]
  – Critical path required time: 7120 ps
  – Worst R2R Setup Slack: 6050 ps
  – Worst R2R End: pref_len2[2]
  – Slowest Stage Delay on Critical Path: 750 ps
  – Startpoint Class: flop
  – CP Capture Type: primary output
  – Worst Path Max Fanout: 36
  – Reg-to-reg startpoint: pref_len0[1]
  – Worst Reg-to-Reg Cells: 10
  – CP Buf/Inv Count: 4
  – CP Data Arrival Time: 4810 ps
  – CP top delay family: buffers and inverters
  – CP Cell Sequence: inv_1, ha_1, xnor2_1, xnor2_4, buf_4, buf_4, mux2_2, o22ai_1, nor4_1, clkdlybuf4s50_1
  – CP endpoint: prefdout[15]
  – Cell mode on critical path: buf_4

Global route
  – Pin count of the biggest net entering global routing: 138
  – Gr usage total: 24.7%
  – GRT Residual Overflow: 0
  – Initial antenna violation count: 1
  – Vias in the first global route: 21,200
  – First-pass GRT wire length: 126,000 um

Status
  – Status: complete, no violations

Hold path
  – Min-delay worst type: reg2reg

Flow run
  – Tool warning count: 43
  – Max cap viols: 0
[worst reg2reg max path: cells and delay by family (launching register included)]
kind / cells / cell delay (ps)
buffers and inverters: 2 / 490
DFF: 1 / 370
muxes: 1 / 450
and+or+nand+nor: 3 / 620
xor gates and xnor gates: 2 / 260
adders and majority gates: 2 / 550
[metrics by stage]
step                      cells  total power [mW]
final                      3691              11.8
after global routing       3691              12.6
after CTS                  3690              11.9
after detailed placement   3576              9.25
after global placement     3576              9.14
after floorplan            2624              7.40
[cell type report]
class | instances | area, um2
sequential | 597 | 14900
clock buffer | 96 | 1940
antenna | 1 | 2.50
fill | 5833 | 35000
clock inverter | 18 | 148
tap | 873 | 1090
multi-input combinational | 1787 | 11700
inverter | 17 | 63.8
timing repair buffer | 302 | 2850
[routing by layer]
layer	up-vias	routed length, um	global-route usage [%]
met5	-	0	0
met3	140	7370	8.67
met1	10400	33100	35.3
met4	0	2010	5.80
met2	735	37700	37.9
li1	9520	-	-
[power by group through the flow]
| stage | combinational, mW | sequential (mW) | clock [mW] |
|---|---|---|---|
| CTS | 5.12 | 4.11 | 2.69 |
| global route | 5.53 | 4.23 | 2.80 |
| finish | 5.08 | 4.11 | 2.65 |
[flip-flops by register name, summed over array words and instances (netlist names), 2 cells and up]
register	flops
prefdat2	144
pref_len2	3
wrcnt2	2
prefdat0	144
wrcnt3	2
pref_len0	3
wrcnt1	2
pref_len3	3
prefdat3	144
prefdat1	144
wrcnt0	2
pref_len1	3
[cell families after synthesis]
family | synth area share (%)
adder cells (fa/ha/maj) | 1.24
buffers and inverters | 3.77
XOR/XNOR | 1.04
multiplexers | 14.7
flip-flops | 54.1
AND/OR/NAND/NOR | 11.3
AND-OR/OR-AND | 13.9
[worst min-delay path by stage]
stage | from | end | cells after the start
global route | prefdat3[3][21] | prefdat3[3][21] | 2
finish | prefdat3[0][6] | prefdat3[0][6] | 2
CTS | prefdat3[0][10] | prefdat3[0][10] | 2
[placed cells by master, fill, tap and decap left out, drive strengths merged, types with 19 or more instances in the layout]
master and instances:
nand2 651, xnor2 24, dfrtp 597, mux4 112, inv 19, or3 22, o22ai 44, o21ai 586
mux2i 134, clkbuf 96, nor2 20, clkdlybuf4s50 215, ha 21, buf 87, nor3 34
Power figures rest on the tool's default switching activity, not on a simulated workload.
