==> ./run.sh <==
#!/bin/bash
# OpenROAD 26Q1-2900-gdf79404cd8, Yosys 0.63+post, stock flow scripts
make -C /OpenROAD-flow-scripts/flow DESIGN_CONFIG=/design/flow/config.mk WORK_HOME=/design/flow/orfs finish
==> ./config.mk <==
export PLATFORM = sky130hd
export DESIGN_NAME = mst_fifo_ctl
export DESIGN_NICKNAME = mst_fifo_ctl
export VERILOG_FILES = /design/flow/design.v
export SDC_FILE = /design/flow/constraint.sdc
export NUM_CORES = 4
export LEC_CHECK = 1
export CORE_UTILIZATION = 40
==> ./constraint.sdc <==
current_design mst_fifo_ctl

set clk_period 5.1
set clk_io_pct 0.2

create_clock -name clk0 -period $clk_period [get_ports {clk}]

set non_clock_inputs [all_inputs -no_clocks]
set_input_delay [expr $clk_period * $clk_io_pct] -clock clk0 $non_clock_inputs
set_output_delay [expr $clk_period * $clk_io_pct] -clock clk0 [all_outputs]
==> ./design.v <==
module mst_fifo_ctl ( 
  input  clk,
  input  rst_n,
  input  mltcn, 
  input  fiford,    
  input  [1:0] fifordid,  
  input  fifowr,
  input  [1:0] fifowrid,     
  output reg [3:0] fifoafull,  
  output wire [3:0] fifonempt,  
  input  [35:0] fifo_din,
  output wire [35:0] fifo_dout, 
  output  wire mem_we,           
  output  wire [13:0] mem_a,     
  output  wire [35:0] mem_d,	 
  input   wire [35:0] mem_q	 
  );
wire mem_re;
reg [13:0] wrcnt0;
reg [11:0] wrcnt1;
reg [11:0] wrcnt2;
reg [11:0] wrcnt3;
reg [11:0] wrcnt;
reg [13:0] rdcnt0;
reg [11:0] rdcnt1;
reg [11:0] rdcnt2;
reg [11:0] rdcnt3;
reg [11:0] rdcnt;
wire [13:0] mem_wa;
assign      mem_wa = mltcn ? {fifowrid,wrcnt} : wrcnt0;
wire [13:0] mem_ra;
assign      mem_ra = mltcn ? {fifordid,rdcnt} : rdcnt0;
always @ (*)  
  begin 
  case (fifowrid)
    2'b00: wrcnt = wrcnt0[11:0];
    2'b01: wrcnt = wrcnt1;
    2'b10: wrcnt = wrcnt2;
    2'b11: wrcnt = wrcnt3;
  endcase
  end  
always @ (*)  
  begin 
  case (fifordid)
    2'b00: rdcnt = rdcnt0[11:0];
    2'b01: rdcnt = rdcnt1;
    2'b10: rdcnt = rdcnt2;
    2'b11: rdcnt = rdcnt3;
  endcase
  end 
assign mem_a = mem_we ? mem_wa : mem_ra;
assign mem_d = fifo_din;
assign fifo_dout = mem_q; 
always @(posedge clk or negedge rst_n)
  begin
  if(!rst_n)
    wrcnt0 <= {14{1'b0}};   
  else if (mem_we & (fifowrid == 2'b00)) 
    wrcnt0 <= wrcnt0 + 1'b1;
  end
always @(posedge clk or negedge rst_n)
  begin
  if(!rst_n)
    wrcnt1 <= {12{1'b0}};   
  else if (mem_we & (fifowrid == 2'b01)) 
    wrcnt1 <= wrcnt1 + 1'b1;
  end
always @(posedge clk or negedge rst_n)
  begin
  if(!rst_n)
    wrcnt2 <= {12{1'b0}};   
  else if (mem_we & (fifowrid == 2'b10)) 
    wrcnt2 <= wrcnt2 + 1'b1;
  end
always @(posedge clk or negedge rst_n)
  begin
  if(!rst_n)
    wrcnt3 <= {12{1'b0}};   
  else if (mem_we & (fifowrid == 2'b11)) 
    wrcnt3 <= wrcnt3 + 1'b1;
  end
always @(posedge clk or negedge rst_n)
  begin
  if(!rst_n)
    rdcnt0 <= {14{1'b0}};   
  else if (mem_re & (fifordid == 2'b00)) 
    rdcnt0 <= rdcnt0 + 1'b1;
  end
always @(posedge clk or negedge rst_n)
  begin
  if(!rst_n)
    rdcnt1 <= {12{1'b0}};   
  else if (mem_re & (fifordid == 2'b01)) 
    rdcnt1 <= rdcnt1 + 1'b1;
  end
always @(posedge clk or negedge rst_n)
  begin
  if(!rst_n)
    rdcnt2 <= {12{1'b0}};   
  else if (mem_re & (fifordid == 2'b10)) 
    rdcnt2 <= rdcnt2 + 1'b1;
  end
always @(posedge clk or negedge rst_n)
  begin
  if(!rst_n)
    rdcnt3 <= {12{1'b0}};   
  else if (mem_re & (fifordid == 2'b11)) 
    rdcnt3 <= rdcnt3 + 1'b1;
  end
wire [3:0] fifofull;
wire full;
assign full  =   fifofull[fifowrid];
wire notempty;
assign notempty    =   fifonempt[fifordid];
assign mem_we      =   fifowr & (!full);
assign mem_re      =   fiford & (notempty);
reg [14:0] fifolen0;
reg [12:0] fifolen1;
reg [12:0] fifolen2;
reg [12:0] fifolen3;
assign fifonempt[0] = |fifolen0;
assign fifonempt[1] = |fifolen1;
assign fifonempt[2] = |fifolen2;
assign fifonempt[3] = |fifolen3; 
assign fifofull[0] = mltcn ? fifolen0[12] : fifolen0[14];
assign fifofull[1] = mltcn ? fifolen1[12] : 1'b0;
assign fifofull[2] = mltcn ? fifolen2[12] : 1'b0; 
assign fifofull[3] = mltcn ? fifolen3[12] : 1'b0; 
always @ (posedge clk or negedge rst_n)
  begin 
    if (!rst_n) 
      fifolen0 <= 15'h0000;
    else if (mem_we & (fifowrid == 2'b00))
      fifolen0 <= fifolen0 + 1'b1;
    else if (mem_re & (fifordid == 2'b00))
      fifolen0 <= fifolen0 - 1'b1;
  end 
always @ (posedge clk or negedge rst_n)
  begin 
    if (!rst_n) 
      fifolen1 <= 13'h0000;
    else if (mem_we & (fifowrid == 2'b01))
      fifolen1 <= fifolen1 + 1'b1;
    else if (mem_re & (fifordid == 2'b01))
      fifolen1 <= fifolen1 - 1'b1;
  end 
always @ (posedge clk or negedge rst_n)
  begin 
    if (!rst_n) 
      fifolen2 <= 13'h0000;
    else if (mem_we & (fifowrid == 2'b10))
      fifolen2 <= fifolen2 + 1'b1;
    else if (mem_re & (fifordid == 2'b10))
      fifolen2 <= fifolen2 - 1'b1;
  end 
always @ (posedge clk or negedge rst_n)
  begin 
    if (!rst_n) 
      fifolen3 <= 13'h0000;
    else if (mem_we & (fifowrid == 2'b11))
      fifolen3 <= fifolen3 + 1'b1;
    else if (mem_re & (fifordid == 2'b11))
      fifolen3 <= fifolen3 - 1'b1;
  end 
always @ (posedge clk or negedge rst_n)
  begin 
    if (!rst_n)
      fifoafull <= 4'h0;
    else if (mltcn) 
      begin
      fifoafull[0] <= (fifolen0 >= 15'h0FFB);
      fifoafull[1] <= (fifolen1 >= 13'h0FFB);
      fifoafull[2] <= (fifolen2 >= 13'h0FFB);
      fifoafull[3] <= (fifolen3 >= 13'h0FFB);
      end
    else  
      begin
      fifoafull[0] <= (fifolen0 >= 15'h3FFB);
      fifoafull[1] <= 1'b0;
      fifoafull[2] <= 1'b0; 
      fifoafull[3] <= 1'b0;
      end
  end 
endmodule
==> flow_summary.toml <==
# physical design summary
[run_status]
status = "finished, final reports clean"

[route]
ant_nets = 0
wl_met2_um = 9990
met1Wirelength_um = 10900
vias_per_cell = 5.31
wl_met3_um = 821
dr.pass1.iters = 4
routedWlPerCell_um = 15.7
drc_errors = 0
top_layer = "met4"
num_vias = 7465
dr.first_iter.drc_count = 350
drt_wl_total_um = 22100

[worst_setup_path]
crit_type = "in2out"
slowest_delay_ps = 630
cp_common_cell = "clkdlybuf4s50_1"
cp-start-kind = "input port"
worstPathRequired_ps = 4080
reg2reg_from = "fifolen0[14]"
reg2reg_slack_ps = 1590
cp_slowest_cell = "clkdlybuf4s50_1"
path_cells = "clkdlybuf4s50_1 > mux2_2 > a22oi_2 > o21ai_1 > o21bai_4 > inv_1 > a221oi_1 > nor2_1 > clkdlybuf4s50_1"
timing.rr.end = "fifolen0[14]"
arrival_ps = 3600
critPathCaptureType = "primary output"
path_max_fanout = 18
rr_worst_depth = 11

[floorplan]
io_pins = 176
initCoreUtil_pct = 41.1
core_area_um2 = 25300
num_rows = 58
chip_area_um2 = 26700
die_width_um = 163
fp.dieH_um = 163

[placed_design]
globalplace.congestion = 0.898
hpwl_um = 16200
portBuffers = 31
place_inst = 1372

[power]
peakVddDrop_mv = 0.239
total_power_uw = 5890
p_per_area_nw_per_um2 = 527
power.leakage_uw = 0.00482

[cts]
cts.sinks = 158
clock_path_buffers = 2
cts-resized-gates = 0
root_buffer = "clkbuf_16"
path_clk_slew_ps = 70
cts_hold_buf = 0
clock_latency_ps = 430
postCtsSetupBuffers = 0
cts_made_buffers = 17
cts_htree_levels = 4
cts_tree = "built"

[synthesis]
synth_top_area_share_pct = 38.0
ys_seq_share_pct = 38.0
ys_types = 72
edf_count = 0
async_flop_share_pct = 100
yosys_warnings = 1
synthCells = 1099
top_cells_by_area = "dfrtp_1 38%, xnor2_1 7.3%, ha_1 6.7%"
ys_area_um2 = 10400
syn_area_um2 = 10400
ff_type = "dfrtp_1"
top_area_cell = "dfrtp_1"
yosys_cells = 1099
synth.avg_cell_area_um2 = 9.47
numSynthFlops = 158

[global_routing]
grt_usage_pct = 17.8
grt_pass1_vias = 7134
grt.overflow.total = 0
antenna_found_initial = 1
grt_max_degree = 89
grt_pass1_wl_um = 36900

[final_timing]
rsz0062_at_grt = "no"
slew_viol_final = 0
fmax_ghz = 0.217
fin_hold_ws_ps = 471
final-hold-violation-count = 0
finalClockSkew_ps = 13.4
setup_violations = 0
tightest_slew_ps = 789
finalClockPeriodUsage_pct = 90.5
max-slew-margin-rel_pct = 47.2
min_period_ps = 4620
setup_tns_ps = 0

[job]
warnings = 27
cap_violations = 0

[min_path]
hp-start = "wrcnt0[13]"
min_path_cells = 1
hold_class = "reg2reg"
whs_endpoint = "wrcnt0[13]"

[finish]
num-fill-cells = 2375
area_delta_synth_final_pct = 7.34
final-comb-area_um2 = 5650
layout.area.seq_um2 = 3950
stdcell_count = 1405
drive_above_1_share_pct = 10.1
## final cells by class
| cell class | count | share of cell area (%) |
|---|---|---|
| Sequential cell | 158 | 35.4 |
| Antenna cell | 1 | 0.0224 |
| Clock buffer | 17 | 3.81 |
| Inverter | 28 | 0.941 |
| Multi-Input combinational cell | 810 | 50.6 |
| Clock inverter | 15 | 1.74 |
| Timing Repair Buffer | 46 | 3.86 |
| Tap cell | 330 | 3.69 |
## per-layer routing
layer | vias to the layer above | track usage (%)
li1 | 3785 | -
met1 | 3538 | 28.1
met2 | 114 | 26.8
met3 | 28 | 2.92
met4 | 0 | 2.89
met5 | - | 0
## metrics by stage
step,setup slack (ps),instance area (um^2),util [%]
2_1_floorplan,1090,10400,-
3_3_place_gp,404,10600,41.7
3_5_place_dp,363,10600,41.7
4_1_cts,486,11200,44.1
5_1_grt,325,11200,44.1
6_report,484,11200,44.1
## critical path, delay by kind of cell
kind,cells,cell delay (ps)
AND-OR/OR-AND,4,620
multiplexers,1,380
AND/OR/NAND/NOR,1,120
buffers and inverters,3,1440
## state kept, by name, summed over array words and instances, names as in the netlist, 13 cells and up
name	count
rdcnt0	14
fifolen2	13
wrcnt0	14
fifolen0	15
fifolen3	13
fifolen1	13
## where the power goes
group	total [uW]	leakage (uW)	switching (uW)	internal, uW
logic	2500	0.00251	1270	1230
clock network	1300	0.000300	630	672
registers	2080	0.00201	480	1600
total	5890	0.00482	2380	3500
## kinds of logic after synthesis
kind of cell | after synthesis | synth area share, %
buf+inv | 131 | 7.75
flops | 158 | 38.0
simple gates | 368 | 17.4
fa+ha+maj | 60 | 7.50
compound gates | 207 | 13.5
mux | 39 | 4.40
xor+xnor | 136 | 11.4
## Yosys cell counts (all sizes together), types with 6 or more instances
| master | number |
|---|---|
| dfrtp | 158 |
| nor2 | 115 |
| buf | 92 |
| xnor2 | 87 |
| nand2 | 85 |
| a21oi | 59 |
| ha | 56 |
| xor2 | 49 |
| o21ai | 44 |
| nand3 | 43 |
| nand4 | 33 |
| mux2 | 31 |
| inv | 27 |
| and3 | 20 |
| nor3 | 19 |
| nor4 | 15 |
| o21a | 14 |
| a221oi | 12 |
| o22ai | 12 |
| a22o | 11 |
| clkbuf | 11 |
| o41ai | 10 |
| a211oi | 8 |
| a21o | 8 |
| o21bai | 8 |
| and4 | 6 |
| mux2i | 6 |
| nor2b | 6 |
## worst max-delay path by stage
| stage | depth (start not counted) | to | slack, ps | from |
|---|---|---|---|---|
| 6_report | 9 | mem_a[9] | 480 | fifowrid[0] |
| 5_1_grt | 9 | mem_a[2] | 320 | fifowrid[0] |
| 4_1_cts | 9 | mem_a[2] | 490 | fifowrid[0] |
## cells in the final DEF (no fill, tap or decap), drive strengths merged, types with 9 or more instances in the layout
| master | count |
|---|---|
| buf | 17 |
| xnor2 | 87 |
| nand3 | 43 |
| mux2 | 31 |
| nand2 | 85 |
| a22o | 11 |
| nor4 | 15 |
| clkbuf | 17 |
| nand4 | 33 |
| o22ai | 12 |
| xor2 | 49 |
| clkinv | 9 |
| clkdlybuf4s50 | 29 |
| o21ai | 44 |
| a21oi | 59 |
| nor3 | 19 |
| and3 | 20 |
| inv | 34 |
| nor2 | 115 |
| o21a | 14 |
| ha | 56 |
| o41ai | 10 |
| dfrtp | 158 |
| a221oi | 12 |
Power figures rest on the tool's default switching activity, not on a simulated workload.
