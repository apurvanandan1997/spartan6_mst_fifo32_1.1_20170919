--- ./config.mk ---
export PLATFORM = sky130hd
export DESIGN_NAME = mst_fifo_fsm
export DESIGN_NICKNAME = mst_fifo_fsm
export VERILOG_FILES = /design/flow/design.v
export SDC_FILE = /design/flow/constraint.sdc
export NUM_CORES = 4
export LEC_CHECK = 1
export CORE_UTILIZATION = 40
--- ./constraint.sdc ---
current_design mst_fifo_fsm

set clk_period 12.1
set clk_io_pct 0.2

create_clock -name clk0 -period $clk_period [get_ports {clk}]

set non_clock_inputs [all_inputs -no_clocks]
set_input_delay [expr $clk_period * $clk_io_pct] -clock clk0 $non_clock_inputs
set_output_delay [expr $clk_period * $clk_io_pct] -clock clk0 [all_outputs]
--- ./design.v ---
module mst_fifo_fsm (
  input  rst_n,
  input  clk,
  input  txe_n,
  input  rxf_n,
  input  [31:0] idata,
  input  [3:0]  ibe,
  input  mltcn,
  input  stren,
  input  r_oob,
  input  w_oob,  
  input  [3:0] mst_rd_n,
  input  [3:0] mst_wr_n,
  output  reg [31:0] odata,
  output  reg [3:0]  obe,
  output  reg dt_oe_n,
  output  reg be_oe_n,
  output  wire siwu_n,
  output  reg wr_n,    
  output  reg rd_n,
  output  reg oe_n,
  output  [3:0] tp_debug_sig,  
  output  ch0_vld,
  output  ch1_vld,
  output  ch2_vld,
  output  ch3_vld,
  output  [31:0] chk_data,
  input	  [3:0] chk_err,  
  input  [3:0] ififoafull,  
  input  [3:0] ififonempt, 
  output  ififowr,
  output  [ 1:0] ififowrid,
  output  [35:0] ififo_wdat,
  output wire prefena,
  output wire prefreq,
  output wire prefmod,
  output wire [1:0] prefchn,
  input [ 3:0]  prefnempt, 
  input [35:0]  prefdout
);
  localparam IDLE	= 4'b0001;
  localparam MTRD	= 4'b0010;
  localparam MDLE	= 4'b0100;
  localparam MTWR	= 4'b1000;
  reg [3:0] nxt_state, cur_stap1, cur_stap2, cur_stap3, cur_stap4;
  wire [3:0] cur_state;  
  assign tp_debug_sig[3:0] 	= 4'b1010; 
  assign siwu_n		= 1'b1;
  wire [3:0] imst_rd_n;
  wire [3:0] imst_wr_n;
  reg  [3:0] mst_rd_n_p1;
  reg  [3:0] mst_wr_n_p1;
  reg  [3:0] mst_rd_n_p2;
  reg  [3:0] mst_wr_n_p2;
  reg        mst_wr_n_p3;
  reg        mst_wr_n_p4;
  wire [3:0] ibuf_ful;
  wire [3:0] ibuf_nep;
  reg  [1:0] ichannel;
  reg  [36:0] remain[3:0]; 
  reg  rxf_n_p1;
  reg  txe_n_p1; 
  reg  w_oob_p1;
  reg  w_oob_p2;
  reg  r_oob_p1;
  reg  r_oob_p2;
  reg  r_oob_p3;
  reg  w_1byte;
  reg  w_1flag; 
  assign imst_rd_n = mst_rd_n_p2;
  assign imst_wr_n = mst_wr_n_p2;
  assign ibuf_ful  = ififoafull; 
  assign ibuf_nep  = ififonempt | prefnempt | {remain[3][36],remain[2][36],remain[1][36],remain[0][36]};
  reg [3:0] irxf_n;
  reg [3:0] itxe_n;
  always @ (posedge clk or negedge rst_n)
  begin
    if (~rst_n)
    begin 
      irxf_n	<=	4'hf;
      itxe_n 	<=	4'hf;
    end 
    else if (((cur_stap2 == IDLE) || (cur_stap2 == MDLE)) && (!txe_n) && wr_n)
      begin
        irxf_n    <= mltcn ? idata[15:12] : {3'b111,rxf_n}; 
        itxe_n    <= mltcn ? idata[11:8]  : {3'b111,txe_n}; 
      end
  end
  always @ (posedge clk or negedge rst_n)
  begin
    if (~rst_n)
      w_1byte <= 1'b0;
    else if (r_oob_p2 & (!r_oob_p3))
      w_1byte <= 1'b1;
    else if (w_1byte && (cur_stap1 == IDLE) && (cur_stap2 == MTWR))
      w_1byte <= 1'b0;
    else if (!r_oob_p2)
      w_1byte <= 1'b0; 
  end 
  always @ (posedge clk or negedge rst_n)
  begin
    if (~rst_n)
      w_1flag <= 1'b0;
    else if (!r_oob_p2) 
      w_1flag <= 1'b0;
    else if (w_1byte & (cur_stap2 == MTWR))
      w_1flag <= 1'b1;
  end 
  reg [3:0] ifsm_cond;
  wire r_oobe;
  assign r_oobe = r_oob_p2 | ((!mltcn) & (!wr_n) & (obe != 4'hF)); 
  always @ (posedge clk or negedge rst_n)
  begin
    if (~rst_n)
      ifsm_cond <= 4'h0;
    else if (!mltcn)
    begin
      ifsm_cond[0] <= (cur_stap1 == IDLE) & (!imst_rd_n[0]) & (!rxf_n)& (!ibuf_ful[0]); 
      ifsm_cond[1] <= (cur_state == MTRD) & ( imst_rd_n[0]  | (rxf_n  & (!rxf_n_p1))  | ibuf_ful[0]) ; 
      ifsm_cond[2] <= (cur_state == MDLE) & (!imst_wr_n[0]) & (!txe_n)& (ibuf_nep[0]  | stren | w_1byte) & (!w_1flag);
      ifsm_cond[3] <= (cur_stap3 == MTWR) & ( imst_wr_n[0]  | (txe_n  & (!txe_n_p1))  | r_oobe |
		                            ((!ififonempt[0]) & (!stren) & (!prefnempt[0]))) ; 
    end 
    else 
    begin 
      ifsm_cond[0] <= (!imst_rd_n[ichannel]) & (!irxf_n[ichannel])  & (!ibuf_ful[ichannel]) & (cur_stap3 == IDLE); 
      ifsm_cond[1] <= ( imst_rd_n[ichannel]  | (rxf_n & (!rxf_n_p1))|   ibuf_ful[ichannel]) & (cur_state == MTRD); 
      ifsm_cond[2] <= (!imst_wr_n[ichannel]) & (!itxe_n[ichannel])  & (ibuf_nep[ichannel] | stren) & (cur_stap3 == MDLE);
      ifsm_cond[3] <= ( imst_wr_n[ichannel]  | (rxf_n & (!rxf_n_p1))| 
			((!ififonempt[ichannel]) & (!stren) & (!prefnempt[ichannel]))) & (cur_stap3 == MTWR); 
    end 
  end 
  always @ (posedge clk, negedge rst_n)
  begin
    if (~rst_n) begin
      cur_stap1 <= IDLE;
      cur_stap2 <= IDLE;
      cur_stap3 <= IDLE;
      cur_stap4 <= IDLE;
    end
    else begin
      cur_stap1 <= cur_state;
      cur_stap2 <= cur_stap1; 
      cur_stap3 <= cur_stap2; 
      cur_stap4 <= cur_stap3; 
    end
  end
  assign cur_state = nxt_state;
  always @ (posedge clk, negedge rst_n) 
  begin
    if (~rst_n)
      nxt_state <= IDLE;
    else if (chk_err != 4'b0000)
      nxt_state <= MDLE;
    else 
      case (cur_state)
        IDLE : nxt_state <= ifsm_cond[0] ? MTRD : (((cur_stap4 == IDLE) & (cur_stap3 == IDLE)  & 
                                                 (cur_stap2 == IDLE) & (cur_stap1 == IDLE)) ? MDLE : IDLE); 
        MTRD : nxt_state <= ifsm_cond[1] ? MDLE : MTRD;
        MDLE : nxt_state <= ifsm_cond[2] ? MTWR : (((cur_stap4 == MDLE) & (cur_stap3 == MDLE)  & 
                                                 (cur_stap2 == MDLE) & (cur_stap1 == MDLE)) ? IDLE : MDLE); 
        MTWR : nxt_state <= (ifsm_cond[3] | (r_oobe & (!wr_n))) ? IDLE : MTWR; 
      endcase
  end
  always @ (posedge clk or negedge rst_n)
  begin 
    if (~rst_n) 
      ichannel <= 2'b00;
    else if (!mltcn)
      ichannel <= 2'b00;
    else if ((cur_stap1 == IDLE) & (cur_stap2 != IDLE))
      ichannel <= ichannel + 1'b1; 
  end 
reg  [31:0] rdata;
reg  [3:0] rbe; 
reg  rvalid;
wire [31:0] wdata;
wire [3:0] wbe; 
  always @ (posedge clk or negedge rst_n)
  begin
    if (~rst_n)
    begin 
      odata	<= 32'hFFFF_FFFF;
      obe	<=  4'hF;
    end
    else if ((cur_state == MTWR) || (cur_stap1 == MTWR)) 
      if (!mltcn) 
      begin
        odata <= r_oobe ? 32'h0000_0036 : (remain[0][36] ? remain[0][31:0]  : wdata[31:0]);
        obe   <= r_oobe ? 4'h1          : (remain[0][36] ? remain[0][35:32] : wbe);
      end 
      else 
      begin 
        if ((cur_stap1 != MTWR) | (cur_stap2 != MTWR))
        begin 
          odata[31:16] <= 16'hffff; 
          odata[15:8]  <= odata[15:8];
          odata[7:0]   <= {6'b000000,ichannel} + 1'b1; 
          obe          <= 4'h1;
        end 
        else 
        begin
          odata <= remain[ichannel][36] ? remain[ichannel][31:0]  : wdata[31:0];
          obe   <= remain[ichannel][36] ? remain[ichannel][35:32] : wbe;
        end 
      end 
    else if ((cur_state == MTRD) & mltcn)
      begin 
        odata[31:16] <= 16'hffff; 
        odata[15:8]  <= odata[15:8];
        odata[7:0]   <= {6'b000000,ichannel} + 1'b1; 
        obe	     <= 4'h0;
      end  
    else if ((cur_stap2 == IDLE) | (cur_stap2 == MDLE)) 
    begin 
      odata	<= 32'hFFFF_FFFF;
      obe	<=  4'hF;
    end
  end
  always @ (posedge clk or negedge rst_n)
  begin
    if (~rst_n)
    begin 
      rdata     <= 'b0;
      rbe	<= 'b0; 
      rvalid    <= 'b0; 
    end
    else if (cur_stap1 == MTRD)
    begin
      rdata 	<= idata;
      rbe	<= ibe;
      if (mltcn)
        rvalid	<= (rxf_n | wr_n) ? 1'b0 : 1'b1;
      else    
        rvalid 	<= (rxf_n | rd_n) ? 1'b0 : (!w_oob_p2);   
    end  
    else 
    begin 
      rdata     <= 'b0;
      rbe	<= 'b0; 
      rvalid    <= 'b0; 
    end
  end 
  always @ (posedge clk or negedge rst_n)
  begin
    if (~rst_n)
    begin 
      dt_oe_n	<= 'b1;
      be_oe_n 	<= 'b1;
      wr_n	<= 'b1;     
      rd_n	<= 'b1; 
      oe_n	<= 'b1;
    end
    else
    begin  
      if ((cur_state == IDLE) || (cur_state == MDLE)) 
      begin 
        dt_oe_n	<= mltcn;  
        be_oe_n	<= 'b0;
        wr_n	<= 'b1;     
        rd_n	<= 'b1; 
        oe_n	<= 'b1;
      end
      else if (cur_state == MTRD)
        if (!mltcn) 
        begin
          dt_oe_n 	<= 'b1;
          be_oe_n 	<= 'b1;
          wr_n		<= 'b1;     
          rd_n		<= (rxf_n | oe_n) ? 1'b1 : 1'b0; 
          oe_n		<=  rxf_n         ? 1'b1 : 1'b0; 
        end
        else
        begin
          be_oe_n 	<= !(cur_stap1 == IDLE);  
          wr_n		<= (rxf_n & (!rxf_n_p1)) ? 1'b1 : ((cur_stap1 == IDLE)?  1'b0 : wr_n); 
          rd_n		<= 1'b1; 
          oe_n		<= 1'b1;  
        end
      else if (cur_state == MTWR) 
        if (!mltcn) 
        begin
      	  dt_oe_n	<= 1'b0; 
      	  be_oe_n 	<= 1'b0;
          if ((cur_stap3 == MTWR) && (cur_stap4 == MDLE)) 
            wr_n        <= 1'b0; 
          else if (((!prefnempt[0]) & (!stren)) | r_oobe | txe_n)
	    wr_n 	<= 1'b1;
      	  rd_n		<= 'b1; 
      	  oe_n		<= 'b1;
        end 
        else 
        begin 
          dt_oe_n	<= wr_n;  
          be_oe_n 	<= 1'b0;
          if (rxf_n & (!rxf_n_p1))
            wr_n	<= 1'b1;
          else if (cur_stap1 == MDLE)
            wr_n	<= 1'b0;
          else if ((!rxf_n) & (((!stren) & (!prefnempt[ichannel])) | ifsm_cond[3])) 
            wr_n	<= 1'b1;
          rd_n		<= 1'b1; 
          oe_n		<= 1'b1; 
        end 
    end 
  end
  wire readburst;
  reg  readburst_p1; 
  wire rd245;
  wire rd600; 
  wire rema600;
  assign rd245 = (!mltcn) && (!txe_n) && (prefnempt[0] | stren) && (!r_oobe) && (cur_stap3 == MTWR) 
                          && (!remain[0][36]) && (!mst_wr_n_p4) && prefena;  
  assign rd600 =   mltcn  && (!rxf_n) && (!wr_n) && (prefnempt[ichannel] | stren) && (cur_stap3 == MTWR); 
  assign rema600 = (!remain[ichannel][36]) & (cur_stap2 == MTWR) & (cur_stap3 != MTWR) & mltcn;
  assign readburst  = rd245 | rd600;
  always @ (posedge clk or negedge rst_n)
  begin
    if (~rst_n)
      begin
        remain[0] <= 37'd0;
        remain[1] <= 37'd0;
        remain[2] <= 37'd0;
        remain[3] <= 37'd0;
      end
    else if ((cur_stap3 == MTWR) && (cur_stap4 == MDLE) && (!mltcn))
      remain[ichannel] <= 37'd0;
    else if ((cur_stap2 == MTWR) && (cur_stap3 == MDLE) && mltcn)
      remain[ichannel] <= 37'd0;
    else if (((!wr_n) & txe_n & readburst_p1  & (!mltcn)) |
             ((!wr_n) & rxf_n & readburst_p1  & mltcn)    | 
             ((wr_n) & (!rxf_n) & readburst_p1  & mltcn)  | 
             ((wr_n) & (rxf_n) & readburst_p1  & mltcn))
      remain[ichannel] <= {1'b1,obe,odata};
  end
  always @ (posedge clk or negedge rst_n)
  begin 
    if (~rst_n) 
    begin 
      readburst_p1<= 1'b0;
      rxf_n_p1	  <= 1'b1;
      txe_n_p1	  <= 1'b1;
      w_oob_p1    <= 1'b0;
      w_oob_p2    <= 1'b0;
      r_oob_p1    <= 1'b0;
      r_oob_p2    <= 1'b0;
      r_oob_p3    <= 1'b0;
      mst_rd_n_p1 <= 4'hF;
      mst_wr_n_p1 <= 4'hF;;
      mst_rd_n_p2 <= 4'hF;
      mst_wr_n_p2 <= 4'hF;;
      mst_wr_n_p3 <= 1'b1;;
      mst_wr_n_p4 <= 1'b1;;
    end 
    else
    begin 
      readburst_p1<= readburst;
      rxf_n_p1    <= rxf_n; 
      txe_n_p1    <= txe_n; 
      w_oob_p1    <= w_oob;		
      w_oob_p2    <= w_oob_p1;
      r_oob_p1    <= r_oob;		
      r_oob_p2    <= r_oob_p1;
      r_oob_p3    <= r_oob_p2;
      mst_rd_n_p1 <= mst_rd_n;
      mst_wr_n_p1 <= mst_wr_n;
      mst_rd_n_p2 <= mst_rd_n_p1;
      mst_wr_n_p2 <= mst_wr_n_p1;
      mst_wr_n_p3 <= mst_wr_n_p2[0];
      mst_wr_n_p4 <= mst_wr_n_p3;
    end 
  end
assign ch0_vld = rvalid & stren & (ichannel == 2'b00);
assign ch1_vld = rvalid & stren & (ichannel == 2'b01) & mltcn;
assign ch2_vld = rvalid & stren & (ichannel == 2'b10) & mltcn;
assign ch3_vld = rvalid & stren & (ichannel == 2'b11) & mltcn;
assign chk_data= rdata;
assign prefena = (cur_state == MTWR);
assign prefreq = readburst | rema600;
assign prefmod = stren;
assign prefchn = ichannel;
assign wdata   = prefdout[31:0];
assign wbe     = prefdout[35:32];
assign ififowr  	= rvalid & (!stren);
assign ififowrid 	= ichannel;
assign ififo_wdat 	= {rbe,rdata}; 
endmodule 
--- ./run.sh ---
#!/bin/bash
# OpenROAD 26Q1-2900-gdf79404cd8, Yosys 0.63+post, stock flow scripts
make -C /OpenROAD-flow-scripts/flow DESIGN_CONFIG=/design/flow/config.mk WORK_HOME=/design/flow/orfs finish
==> Implementation_results.wiki <==
=== Synthesis and place and route ===
{| class="wikitable"
! Metric !! Value
|-
| Result of the run || finished, final reports clean
|-
| Length in cells of the worst reg-to-reg path || 9
|-
| Die Wd || roughly 180 um
|-
| Dominant flop cell || sky130_fd_sc_hd__dfrtp_1
|-
| Gate Area || between 0.005 and 0.006 mm^2
|-
| Row count || roughly 66
|-
| Leading cell types by total area after synthesis || sky130_fd_sc_hd__dfrtp_1 40%, sky130_fd_sc_hd__dfstp_2 15%, sky130_fd_sc_hd__a22o_1 9.6%, sky130_fd_sc_hd__mux2i_1 5.0%, sky130_fd_sc_hd__a222oi_1 2.9%
|-
| Launching element of the worst setup path || mltcn
|-
| Number of buffers created by CTS || 34
|-
| Num Clock Sinks || between 200 and 300
|-
| Type of destination of the critical path || output port
|-
| Beginning of the worst hold path || r_oob_p1
|-
| Worst Setup Slack post-DPL || about 4.6 ns
|-
| Post-route worst hold slack || 0.347 ns
|-
| Tightest Pin Transition || roughly 0.9 ns
|-
| Clock transition at the registers of the reported paths || about 0.05 ns
|-
| Max-Slew Margin vs Limit || around two fifths
|-
| Kind of critical path || primary input to output port
|-
| Final count of negative-setup-slack endpoints || 0
|-
| Post-route setup slack || roughly 4.6 ns
|-
| Yosys top cell area share || between 40% and 50%
|-
| Hold-fix buffers at CTS || 0
|-
| Number of unique standard cell types used by synthesis || ~74
|-
| Largest voltage drop on the vdd net || 112 uV
|-
| Cell count after synthesis || between 1000 and 1500
|-
| Sequential-to-total area share from yosys stat || a little under three fifths
|-
| Area growth from synthesis to layout || 26.0%
|-
| Effective utilization at floorplan || between 40% and 50%
|-
| Synthesis area per yosys || 0.0133 mm^2
|-
| Overall global routing resource usage || about a quarter
|-
| Async SR Flop Fraction || 100%
|-
| Port Buffers || 224
|-
| Worst-case register-to-register setup slack || approximately 8.9 ns
|-
| Ports placed on the boundary || 230
|-
| Post-CTS sizing || 0
|-
| Final Skew || 0.0207 ns
|-
| Average cell area after synthesis || about 12 um^2
|-
| EDFF count, synth || 0
|-
| Vertical die dimension || approximately 180 um
|-
| Routed Wire Length || 38900 um
|-
| Final Max-Slew Violation Tally || 0
|-
| Number of maximum-capacitance constraint violations || 0
|-
| Number of H-tree levels || 2
|-
| Startpoint of the most critical register-to-register path || ichannel[1]
|-
| Number of warnings in the stage logs || 28
|-
| Hold Crit Class || flip-flop to flip-flop
|-
| Crit Path Max Fanout || 36
|-
| Gr ovfl total || 0
|-
| Final routed wire length divided by cell count || 22.1 um
|-
| Maximum number of pins on one net before global-route repair || between 90 and 100
|-
| Termination of the worst setup path || prefreq
|-
| Unrepaired setup endpoints after global routing || no
|-
| Library cell with the largest summed area after synthesis || sky130_fd_sc_hd__dfrtp_1
|-
| Power per standard cell area || between 100 and 150 mW/mm^2
|-
| Post-route clock period utilization || about 62%
|-
| Most used logic cell in the final layout || sky130_fd_sc_hd__clkdlybuf4s50_1
|-
| Number of buffers between clock root and the deepest sink || 3
|-
| Post-synthesis cell area || approximately 0.013 mm^2
|-
| Worst flop-to-flop path endpoint || odata[2]
|-
| Total half-perimeter wirelength after legalization and detailed placement || roughly 24000 um
|-
| Share of post-route cells with drive strength above 1 || ~14%
|-
| Number of diodes added for antenna fixing || 0
|-
| Worst setup SP type || primary input
|-
| Postcts setup bufs || 0
|-
| Via/cell ratio || roughly 5.7
|-
| Ys cells || 1134
|-
| Most frequently placed logic cells in the final layout || 223 x sky130_fd_sc_hd__clkdlybuf4s50_1, 213 x sky130_fd_sc_hd__dfrtp_1, 145 x sky130_fd_sc_hd__a22o_1, 74 x sky130_fd_sc_hd__dfstp_2
|-
| Flop area || roughly 0.0073 mm^2
|-
| Number of antenna violations at the first check in global routing || 0
|-
| Fmax || 0.133 GHz
|-
| Final sum of negative setup slack || 0 ns
|-
| CTS tree || built
|-
| First-pass GRT wire length || a little over 60000 um
|-
| DR vias || slightly above 10000
|-
| Root Buffer || sky130_fd_sc_hd__clkbuf_16
|-
| Number of hold violations in the final report || 0
|-
| Full die area || between 0.03 and 0.04 mm^2
|-
| Core Area || 0.0325 mm^2
|-
| Starting DRT DRC Count || roughly 850
|-
| Worst endpoint required time || just under 10 ns
|-
| Clock insertion delay at the later pin of the skew report || between 0.5 and 0.6 ns
|-
| DRC violation count after routing || 0
|-
| Seq cells post-synth || around 290
|-
| Antenna-violating nets left || 0
|-
| Static leakage power || ~0.0069 uW
|-
| Shortest period the worst path allows || around 7.5 ns
|-
| Worst Path Arrival || approximately 5.1 ns
|-
| Router iterations before antenna repair || 8
|-
| Routability Congestion || 0.881
|-
| Layout fillers || 2809
|-
| Number of global-route vias before repair || 10146
|-
| Number of warnings printed during yosys synthesis || 2
|}
-- flip-flops by register name, indices dropped and copies added, names as in the netlist, 2 cells and up --
register / flops
remain: 148
odata: 32
rdata: 32
cur_stap1: 4
cur_stap2: 4
cur_stap3: 4
cur_stap4: 4
ifsm_cond: 4
irxf_n: 4
itxe_n: 4
mst_rd_n_p1: 4
mst_rd_n_p2: 4
mst_wr_n_p1: 4
mst_wr_n_p2: 4
nxt_state: 4
obe: 4
rbe: 4
ichannel: 2
-- metal layers --
layer	vias to the layer above	GRT usage, %	share of wire, %
li1	4558	-	-
met1	5067	39.0	45
met2	411	36.0	46
met3	57	6.06	8.0
met4	0	3.90	1.6
met5	-	0	0
-- kinds of logic after synthesis --
group                    Yosys count  synth area share (%)
buffers and inverters            137                  6.01
AND/OR/NAND/NOR                  254                  10.6
XOR/XNOR                           4                 0.264
AND-OR/OR-AND                    371                  21.5
multiplexers                      74                  6.09
other                              2                0.0566
flip-flops                       288                  55.1
adder cells (fa/ha/maj)            4                 0.378
-- cells in the mapped netlist, types with 3 or more instances --
cell	count
sky130_fd_sc_hd__o32a_1	9
sky130_fd_sc_hd__o21a_1	5
sky130_fd_sc_hd__o311a_1	3
sky130_fd_sc_hd__inv_2	3
sky130_fd_sc_hd__buf_2	10
sky130_fd_sc_hd__a211oi_1	5
sky130_fd_sc_hd__o21ai_1	7
sky130_fd_sc_hd__nand2_1	49
sky130_fd_sc_hd__nor2b_1	23
sky130_fd_sc_hd__and3_1	3
sky130_fd_sc_hd__a22oi_1	6
sky130_fd_sc_hd__o22ai_1	6
sky130_fd_sc_hd__o21ai_0	38
sky130_fd_sc_hd__and2_1	43
sky130_fd_sc_hd__nor4b_1	10
sky130_fd_sc_hd__and2_4	3
sky130_fd_sc_hd__nor4_1	6
sky130_fd_sc_hd__clkbuf_1	50
sky130_fd_sc_hd__ha_1	4
sky130_fd_sc_hd__buf_1	7
sky130_fd_sc_hd__nand3_1	7
sky130_fd_sc_hd__nand2_2	4
sky130_fd_sc_hd__nor3_1	10
sky130_fd_sc_hd__dfrtp_1	214
sky130_fd_sc_hd__a21oi_1	66
sky130_fd_sc_hd__dfstp_2	74
sky130_fd_sc_hd__inv_1	8
sky130_fd_sc_hd__nor3_2	3
sky130_fd_sc_hd__buf_6	13
sky130_fd_sc_hd__nor2_1	66
sky130_fd_sc_hd__a22o_1	145
sky130_fd_sc_hd__a222oi_1	38
sky130_fd_sc_hd__mux2i_1	66
sky130_fd_sc_hd__mux2_1	3
sky130_fd_sc_hd__buf_4	46
sky130_fd_sc_hd__or3_1	3
sky130_fd_sc_hd__o22a_1	17
sky130_fd_sc_hd__o211ai_1	5
sky130_fd_sc_hd__nand4_1	4
sky130_fd_sc_hd__mux4_2	5
-- final cells by class --
type | instances | share of cell area [%]
clock buffers | 52 | 6.55
clock inverters | 10 | 0.659
inverters | 11 | 0.247
multi-input cells | 712 | 31.1
flip-flops and latches | 288 | 43.7
well taps | 442 | 3.31
repair buffers | 246 | 14.4
-- through the flow --
step | cell area (um^2) | cells | total power (uW) | util (%)
6_report | 16700 | 1761 | 2190 | 51.4
5_1_grt | 16700 | 1761 | 2270 | 51.4
4_1_cts | 16700 | 1761 | 2220 | 51.4
3_5_place_dp | 15500 | 1699 | 1130 | 47.7
3_3_place_gp | 15500 | 1699 | 1130 | 47.7
2_1_floorplan | 13300 | 1137 | 1050 | -
-- power breakdown --
part           internal (uW)  total, uW  switching [uW]  leakage [uW]
Sequential               985        997            12.2       0.00373
Clock                    670       1080             408      0.000595
Combinational           56.1        117            61.2       0.00253
Total                   1710       2190             481       0.00685
-- worst min path at each step --
stage	end	slack (ns)	depth (start not counted)
4_1_cts	r_oob_p2	0.35	0
5_1_grt	mst_rd_n_p2[1]	0.36	0
6_report	r_oob_p2	0.35	0
-- critical path: stages --
cell	delay, ns
sky130_fd_sc_hd__clkdlybuf4s50_1	0.45
sky130_fd_sc_hd__buf_4	0.36
sky130_fd_sc_hd__inv_2	0.32
sky130_fd_sc_hd__a31oi_1	0.57
sky130_fd_sc_hd__nand3_1	0.15
sky130_fd_sc_hd__a21boi_1	0.18
sky130_fd_sc_hd__or2_1	0.16
sky130_fd_sc_hd__clkdlybuf4s50_1	0.48
Power figures rest on the tool's default switching activity, not on a simulated workload.
